## ./design.v

```verilog
module regFile (readAddress0, readAddress1, writeAddress, writeData, writeEnable, clk, readData0, readData1);
  input [4:0] readAddress0, readAddress1, writeAddress;
  input [31:0] writeData;
  input writeEnable, clk;
  output reg [31:0] readData0, readData1;
  reg [31:0] rF [31:0];
  initial  
  begin
    rF[5'b00000] = 32'b00000000000000000000000000000000;
    rF[5'b00001] = 32'b00000000000000000000000000000000;
    rF[5'b00010] = 32'b00000000000000000000000000000000;
    rF[5'b00011] = 32'b00000000000000000000000000000000;
    rF[5'b00100] = 32'b00000000000000000000000000000000;
    rF[5'b00101] = 32'b00000000000000000000000000000000;
    rF[5'b00110] = 32'b00000000000000000000000000000000;
    rF[5'b00111] = 32'b00000000000000000000000000000000;
    rF[5'b01000] = 32'b00000000000000000000000000000000;
    rF[5'b01001] = 32'b00000000000000000000000000000000;
    rF[5'b01010] = 32'b00000000000000000000000000000000;
    rF[5'b01011] = 32'b00000000000000000000000000000000;
    rF[5'b01100] = 32'b00000000000000000000000000000000;
    rF[5'b01101] = 32'b00000000000000000000000000000000;
    rF[5'b01110] = 32'b00000000000000000000000000000000;
    rF[5'b01111] = 32'b00000000000000000000000000000000;
    rF[5'b10000] = 32'b00000000000000000000000000000000;
    rF[5'b10001] = 32'b00000000000000000000000000000000;
    rF[5'b10010] = 32'b00000000000000000000000000000000;
    rF[5'b10011] = 32'b00000000000000000000000000000000;
    rF[5'b10100] = 32'b00000000000000000000000000000000;
    rF[5'b10101] = 32'b00000000000000000000000000000000;
    rF[5'b10110] = 32'b00000000000000000000000000000000;
    rF[5'b10111] = 32'b00000000000000000000000000000000;
    rF[5'b11000] = 32'b00000000000000000000000000000000;
    rF[5'b11001] = 32'b00000000000000000000000000000000;
    rF[5'b11010] = 32'b00000000000000000000000000000000;
    rF[5'b11011] = 32'b00000000000000000000000000000000;
    rF[5'b11100] = 32'b00000000000000000000000000000000;
    rF[5'b11101] = 32'b00000000000000000000000000000000;
    rF[5'b11110] = 32'b00000000000000000000000000000000;
    rF[5'b11111] = 32'b00000000000000000000000000000000;
  end
  always @ (readAddress0 or readAddress1)
    begin
      readData0 = rF[readAddress0];
      readData1 = rF[readAddress1];
    end
  always @ (posedge clk)
    begin
      if (writeEnable)
	rF[writeAddress] = writeData;
    end
endmodule
```

## ./run.sh

```bash
#!/bin/bash
# OpenROAD 26Q1-2900-gdf79404cd8, Yosys 0.63+post, stock flow scripts
make -C /OpenROAD-flow-scripts/flow DESIGN_CONFIG=/design/flow/config.mk WORK_HOME=/design/flow/orfs finish
```

## ./config.mk

```make
export PLATFORM = sky130hd
export DESIGN_NAME = regFile
export DESIGN_NICKNAME = regFile
export VERILOG_FILES = /design/flow/design.v
export SDC_FILE = /design/flow/constraint.sdc
export NUM_CORES = 4
export LEC_CHECK = 1
export CORE_UTILIZATION = 40
```

## ./constraint.sdc

```tcl
current_design regFile

set clk_period 6.4
set clk_io_pct 0.2

create_clock -name clk0 -period $clk_period [get_ports {clk}]

set non_clock_inputs [all_inputs -no_clocks]
set_input_delay [expr $clk_period * $clk_io_pct] -clock clk0 $non_clock_inputs
set_output_delay [expr $clk_period * $clk_io_pct] -clock clk0 [all_outputs]
```

==> results.yml <==
# flow metrics
sta:
  rsz0062_at_grt: "false"
  setup-violations-final: 0
  fin_setup_tns_ns: 0
  relSlewSlack_pct: 32.1
  tightest_slew_ns: 1.02
  hold_viol_final: 0
  finalWorstSetupSlack_ns: 0.822
  fmaxAchievable_ghz: 0.179
  slew_violations: 0
  period_minus_slack_ns: 5.58
  fin_crit_sh_pct: 87.2
routing:
  wl_um: 149000
  drt_iter0_markers: 2028
  viasPerCell: 5.89
  drc: 0
  drtPass1Iterations: 7
  vias: 30789
  ant_nets: 0
  wl_per_cell_um: 28.4
layout:
  fill_cells: 10364
  largest_register_ffs: 1024
  syn2layout_area_growth_pct: 14.6
  fin_cells: 5231
  drive_above_1_share_pct: 10.6
power:
  pwr_density_cell_nw_per_um2: 270
  finalPower_mw: 15.1
  p_leak_nw: 20.5
  ir_worst_vdd_mv: 0.233
critical_path:
  start_kind: "input port"
  critPathKind: "in2out"
  slowest_delay_ns: 0.65
  critPathRequiredTime_ns: 5.12
  critPathMaxFanout: 28
  path_common_cell: "clkdlybuf4s50_1"
  cpMaxStageDelayCell: "clkdlybuf4s50_1"
  cp-end-kind: "output port"
  crit_chain: "clkdlybuf4s50_1 > nor2b_4 > buf_4 > a22oi_1 > a31oi_1 > nand3_1 > clkdlybuf4s50_1"
  cp.arrival_ns: 4.30
clocking:
  holdBufCountCts: 0
  cts.repair.resized: 0
  clock_sinks: 1024
  cts_buffer_depth: 3
  cts_root_buffer: "clkbuf_16"
  cts_made_buffers: 106
  cts_setup_buffers: 0
  cts_tree: "yes"
  clk_pin_slew_worst_paths_ns: 0.06
  htree_levels: 3
logic_synthesis:
  ys_warn_count: 1
  ys_chip_area_um2: 48800
  synth_cells: 3386
  synth_area_um2: 48800
  ys_async_sr_fraction_pct: 0
  largest_area_cell: "edfxtp_1"
  numSynthFlops: 1024
  ys_top_cells_by_area: "edfxtp_1, mux2i_1, a22oi_1"
  syn_area_per_cell_um2: 14.4
  top_area_share_pct: 63.0
  ys_types: 23
  ys.flop_type: "edfxtp_1"
  ys_seq_share_pct: 63.0
  yosysCellCount: 3386
  common_cells: "edfxtp_1, mux2i_1, nand2_1, nand3_1"
  edf_count: 1024
job:
  warnings: 26
  drv_cap: 0
global_routing:
  grt_pass1_wl_um: 213000
  grt_max_degree: 82
  grt_pass1_vias: 31675
  grt_use_total_pct: 25.8
  antenna_found_initial: 4
  grt_overflow: 0
floorplanning:
  rows: 127
  dieArea_um2: 123000
  die_h_um: 351
  io-pin-count: 113
  fp_util_pct: 40.5
  fp.dieW_um: 351
  fp.coreArea_um2: 120000
placed_design:
  port_buffers: 112
  dp.cells: 5038
  finalWeightedCongestion: 0.890
  place_ws_ns: 0.883
  dp_hpwl_um: 88300
outcome:
  status: "complete, no violations"
min_path:
  hp-class: "in2reg"
  whs_path_depth: 2
-- worst paths after layout --
| path | from | endpoint | slack (ns) |
|---|---|---|---|
| max | readAddress0[0] | readData0[4] | 0.82 |
| min | writeData[6] | rF[26][6] | 1.43 |
-- layout make-up --
class	count	area [um2]	area share, %
antenna	1	2.50	0.00447
clock buffer	129	2800	5.01
clock inverter	63	652	1.17
multi-input combinational	2109	16800	30.0
sequential	1024	30700	55.0
tap	1612	2020	3.61
timing repair buffer	293	2930	5.23
-- stage by stage --
stage | hold WS, ns | instance area [um2] | util [%]
after floorplan | 1.38 | 48800 | -
after global placement | 2.11 | 52500 | 43.6
after detailed placement | 2.11 | 52500 | 43.6
after CTS | 1.40 | 55900 | 46.4
after global routing | 1.43 | 55900 | 46.4
final | 1.43 | 55900 | 46.4
-- cell usage in the layout, fill, tap and decap left out --
master           count
a22o_1             128
a21oi_1            192
or2_2                2
clkinv_2            20
a31oi_1             64
nor3_1              64
clkbuf_1            20
clkinv_1            24
nor2_1               1
a22oi_1            192
diode_2              1
clkbuf_16          109
inv_6                2
nor2b_4              4
bufinv_16           14
buf_12              35
clkinvlp_4           2
nand3_1            194
mux2i_1           1024
buf_4              146
nand2b_2             4
or3_1                1
clkinv_4             1
nand2_2              2
nand2_1            193
buf_8                2
edfxtp_1          1024
nand3b_1             5
or3b_2               3
and2_4               2
nor2_4              34
clkdlybuf4s50_1    110
-- where the power goes --
group / internal [mW] / switching (mW) / total [mW]
clock: 3.65 / 2.54 / 6.19
combinational: 0.547 / 0.852 / 1.40
sequential: 7.46 / 0.0316 / 7.49
total: 11.7 / 3.42 / 15.1
-- critical path: cells and delay by family --
| kind | cells | cell delay [ns] |
|---|---|---|
| buf+inv | 3 | 1.61 |
| simple gates | 2 | 0.86 |
| compound gates | 2 | 0.50 |
-- routing by layer --
layer | routed length [um] | vias up | part of all wire [%] | global-route usage, %
li1 | - | 13701 | - | -
met1 | 54500 | 15230 | 37 | 33.3
met2 | 69300 | 1578 | 47 | 38.9
met3 | 19900 | 274 | 13 | 14.6
met4 | 4740 | 6 | 3.2 | 6.81
met5 | 41 | - | 0.028 | 0
-- cell families after synthesis --
logic type             Yosys count  synth area share (%)
AND-OR/OR-AND                  576                  8.04
flip-flops                    1024                  63.0
buffers and inverters          253                  3.21
AND/OR/NAND/NOR                509                  4.71
multiplexers                  1024                  21.0
No activity file was given, so power comes from the tool's default toggle rates.
